## design/flow/config.mk

```make
export PLATFORM = sky130hd
export DESIGN_NAME = reram_controller_verilator
export DESIGN_NICKNAME = reram_controller_verilator
export VERILOG_FILES = /design/flow/design.v
export SDC_FILE = /design/flow/constraint.sdc
export NUM_CORES = 4
export LEC_CHECK = 1
export CORE_UTILIZATION = 50
```

## design/flow/constraint.sdc

```tcl
current_design reram_controller_verilator

set clk_period 13.6
set clk_io_pct 0.2

create_clock -name clk0 -period $clk_period [get_ports {clk}]

set non_clock_inputs [all_inputs -no_clocks]
set_input_delay [expr $clk_period * $clk_io_pct] -clock clk0 $non_clock_inputs
set_output_delay [expr $clk_period * $clk_io_pct] -clock clk0 [all_outputs]
```

## design/flow/design.v

```verilog
`timescale 1ns / 1ps
module reram_controller_verilator #(
    parameter INPUT_SIZE = 784,
    parameter OUTPUT_SIZE = 256
)(
    input wire clk,
    input wire rst_n,
    input wire start,
    output reg busy,
    output reg done,
    input wire [7:0] input_pixel,
    input wire input_valid,
    output reg input_ready,
    output reg xbar_compute,
    output reg [15:0] xbar_input_idx,
    input wire signed [15:0] xbar_result,
    input wire xbar_valid,
    output reg output_valid,
    output reg [7:0] output_idx,
    output reg signed [15:0] output_value
);
    localparam IDLE = 3'd0, LOAD = 3'd1, COMPUTE = 3'd2, WAIT = 3'd3, OUTPUT = 3'd4, DONE = 3'd5;
    reg [2:0] state;
    reg [9:0] pixel_count; 
    reg [8:0] neuron_count;
    reg [7:0] pixels [0:783];
    reg signed [15:0] results [0:255];
    always @(posedge clk or negedge rst_n) begin
        if (!rst_n) begin
            state <= IDLE;
            busy <= 0;
            done <= 0;
            input_ready <= 0;
            xbar_compute <= 0;
            output_valid <= 0;
            pixel_count <= 0;
            neuron_count <= 0;
            xbar_input_idx <= 0;
            output_idx <= 0;
            output_value <= 0;
        end else begin
            input_ready <= 0;
            xbar_compute <= 0;
            output_valid <= 0;
            done <= 0;
            case (state)
                IDLE: begin
                    busy <= 0;
                    pixel_count <= 0;
                    neuron_count <= 0;
                    if (start) begin
                        state <= LOAD;
                        busy <= 1;
                    end
                end
                LOAD: begin
                    input_ready <= 1;
                    if (input_valid) begin
                        pixels[pixel_count] <= input_pixel;
                        if (pixel_count == (INPUT_SIZE - 1)) begin
                            state <= COMPUTE;
                        end else begin
                            pixel_count <= pixel_count + 1;
                        end
                    end
                end
                COMPUTE: begin
                    xbar_compute <= 1;
                    xbar_input_idx <= {8'd0, neuron_count[7:0]};
                    state <= WAIT;
                end
                WAIT: begin
                    if (xbar_valid) begin
                        results[neuron_count[7:0]] <= xbar_result;
                        state <= OUTPUT;
                    end
                end
                OUTPUT: begin
                    output_valid <= 1;
                    output_idx <= neuron_count[7:0];
                    output_value <= results[neuron_count[7:0]];
                    if (neuron_count == (OUTPUT_SIZE - 1)) begin
                        state <= DONE;
                    end else begin
                        neuron_count <= neuron_count + 1;
                        state <= COMPUTE;
                    end
                end
                DONE: begin
                    done <= 1;
                    busy <= 0;
                    state <= IDLE;
                end
                default: begin
                    state <= IDLE;
                end
            endcase
        end
    end
endmodule
```

## design/flow/run.sh

```bash
#!/bin/bash
# OpenROAD 26Q1-2900-gdf79404cd8, Yosys 0.63+post, stock flow scripts
make -C /OpenROAD-flow-scripts/flow DESIGN_CONFIG=/design/flow/config.mk WORK_HOME=/design/flow/orfs finish
```

==> results.toml <==
# yosys + openroad results
[status]
outcome = "aborted with a tool error"
stop_stage = "global routing (5_1_grt)"
stop_error = "[ERROR GRT-0116] Global routing finished with congestion. Check the congestion regions in the DRC Viewer."

[placed_design]
place_congestion = 1.383
post-dp-hpwl_mm = 764.2
io_buffers = 57

[floorplan]
die_w_um = 558
rows = 203
die_height_um = 558
initCoreUtil_pct = 50.42
ios = 74

[synthesis]
largest_area_cell = "edfxtp_1"
synth_area_per_cell_sq_um = 17.32
flop_cell = "edfxtp_1"
synthArstFlopShare_pct = 1.491
postSynthSeqShare_pct = 80.58
yosysWarnings = 3
synth-cells-yosys = 8925
synth_cell_types = 87
ys_area_sq_um = 154600
netlist_instances = 8925
topCellsByArea = "edfxtp_1 80%, a22oi_1 7.6%, nor3_1 1.1%"
edf_count = 4096
synth_flops = 4158
top_area_share_pct = 79.57
netlist_area_sq_um = 154600

[clock_tree]
root_buffer = "clkbuf_16"
cts_setup_buffers = 0
clock_path_buffers = 4
cts_hold_buf = 0
clock_sinks = 4158
ctsHtreeMaxLevel = 5
post_cts_resized = 0
cts_made_buffers = 417

[grt]
overflow = 4950
grt_max_degree = 94
track_usage_pct = 91.88
grt_pass1_wl_mm = 1694
grt_pass1_vias = 159300
## cells in the mapped netlist (all sizes together), types with 61 or more instances
| master | n |
|---|---|
| a22oi | 1556 |
| o21ai | 86 |
| buf | 303 |
| nand4 | 174 |
| nor2 | 428 |
| nor3 | 327 |
| a21oi | 159 |
| nor4 | 132 |
| clkbuf | 255 |
| nand3 | 93 |
| dfrtp | 61 |
| a221oi | 105 |
| edfxtp | 4096 |
| a22o | 174 |
| o22ai | 229 |
| nand2 | 288 |
## cell families after synthesis
group	count (synthesis)	share of synthesized area (%)
DFF	4158	80.58
AOI/OAI and AO/OA	2515	12.03
and+or+nand+nor	1606	5.228
buffers and inverters	570	1.642
muxes	59	0.4120
xor gates and xnor gates	10	0.05666
adders and majority gates	6	0.04857
other	1	0.002426
## per-layer routing
metal,track usage [%],overflow
met1,88.35,902
met2,97.17,1805
met3,91.44,1027
met4,88.32,1114
met5,83.22,102
## through the flow
step	hold WS [ps]	cell area (sq um)	cells	setup slack [ps]
after global placement	377.5	169400	13730	5737
after floorplan	351.9	154600	8932	8597
after CTS	380.2	183400	14500	6526
after detailed placement	371.1	169500	13740	6519
